===== constraint.sdc =====
current_design LAB1

set clk_period 7.2
set clk_io_pct 0.2

create_clock -name clk0 -period $clk_period [get_ports {clk}]

set non_clock_inputs [all_inputs -no_clocks]
set_input_delay [expr $clk_period * $clk_io_pct] -clock clk0 $non_clock_inputs
set_output_delay [expr $clk_period * $clk_io_pct] -clock clk0 [all_outputs]

===== run.sh =====
#!/bin/bash
# OpenROAD 26Q1-2900-gdf79404cd8, Yosys 0.63+post, stock flow scripts
make -C /OpenROAD-flow-scripts/flow DESIGN_CONFIG=/design/flow/config.mk WORK_HOME=/design/flow/orfs finish

===== config.mk =====
export PLATFORM = sky130hd
export DESIGN_NAME = LAB1
export DESIGN_NICKNAME = LAB1
export VERILOG_FILES = /design/flow/design.v
export SDC_FILE = /design/flow/constraint.sdc
export NUM_CORES = 4
export LEC_CHECK = 1
export CORE_UTILIZATION = 30

===== design.v =====
`timescale 1ns / 1ps
module LAB1(ans_ex,data_out,DM_data,flag_ex,data_in,op_dec,A,B,clk,reset);
output reg [15:0] ans_ex,DM_data,data_out;
output wire [1:0] flag_ex;
input [15:0] data_in,A,B;
input [5:0] op_dec;
input clk,reset;
wire [15:0] ans_tmp,data_out_buff;
reg [1:0] flag_prv;
wire[15:0] x;
wire c1,c2,v1;
wire [15:0] m;
wire [15:0] y;
assign m=(op_dec[0]==1'b0)?B:
		 (op_dec[0]==1'b1)?(~(B)+16'b0000000000000001):B;
assign {c1,x[14:0]}=A[14:0]+m[14:0];
assign {c2,x[15]}=A[15]+m[15]+c1;
assign v1=c1^c2;
assign y=(B[3:0]==4'b0000)?A:
		   (B[3:0]==4'b0001)?{A[15],A[15:1]}:
			(B[3:0]==4'b0010)?{{2{A[15]}},A[15:2]}:
			(B[3:0]==4'b0011)?{{3{A[15]}},A[15:3]}:
			(B[3:0]==4'b0100)?{{4{A[15]}},A[15:4]}:
			(B[3:0]==4'b0101)?{{5{A[15]}},A[15:5]}:
			(B[3:0]==4'b0110)?{{6{A[15]}},A[15:6]}:
			(B[3:0]==4'b0111)?{{7{A[15]}},A[15:7]}: 
			(B[3:0]==4'b1000)?{{8{A[15]}},A[15:8]}:
         (B[3:0]==4'b1001)?{{9{A[15]}},A[15:9]}:
         (B[3:0]==4'b1010)?{{10{A[15]}},A[15:10]}:
         (B[3:0]==4'b1011)?{{11{A[15]}},A[15:11]}:
         (B[3:0]==4'b1100)?{{12{A[15]}},A[15:12]}:
         (B[3:0]==4'b1101)?{{13{A[15]}},A[15:13]}:
         (B[3:0]==4'b1110)?{{14{A[15]}},A[15:14]}:
         (B[3:0]==4'b1111)?{{15{A[15]}},A[15]}:16'b0;
assign ans_tmp=(op_dec==6'b000000)?x:
					(op_dec==6'b000001)?x:
					(op_dec==6'b000010)?B:
					(op_dec==6'b000100)?A&B:
					(op_dec==6'b000101)?A|B:
					(op_dec==6'b000110)?A^B:
					(op_dec==6'b000111)?~(B):
					(op_dec==6'b001000)?x:
					(op_dec==6'b001001)?x:
					(op_dec==6'b001010)?B:
					(op_dec==6'b001100)?A&B:
					(op_dec==6'b001101)?A|B:
					(op_dec==6'b001110)?A^B:
					(op_dec==6'b001111)?~(B):
					(op_dec==6'b010000)?ans_ex:
					(op_dec==6'b010001)?ans_ex:
					(op_dec==6'b010100)?A:
					(op_dec==6'b010101)?A:
					(op_dec==6'b010110)?data_in:
					(op_dec==6'b010111)?ans_ex:
					(op_dec==6'b011000)?ans_ex:
					(op_dec==6'b011001)?A<<B[3:0]:
					(op_dec==6'b011010)?A>>B[3:0]:
					(op_dec==6'b011011)?y:
					(op_dec==6'b011100)?ans_ex:
					(op_dec==6'b011101)?ans_ex:
					(op_dec==6'b011110)?ans_ex:
					(op_dec==6'b011111)?ans_ex:16'b0000000000000000;
assign flag_ex[1]=(ans_tmp==0)?1'b1:(op_dec==6'b010000)||(op_dec==6'b010000)||(op_dec==6'b010000)||(op_dec==6'b010000)||(op_dec==6'b010000)||(op_dec==6'b010000)?1'b0:(op_dec==6'b011100)||(op_dec==6'b011101)||(op_dec==6'b011110)||(op_dec==6'b011111)?flag_prv[1]:1'b0;
assign flag_ex[0]=(op_dec==6'b000000)||(op_dec==6'b000001)||(op_dec==6'b001000)||(op_dec==6'b001001)?v1:(op_dec==6'b011100)||(op_dec==6'b011101)||(op_dec==6'b011110)||(op_dec==6'b011111)?flag_prv[0]:1'b0;
assign data_out_buff=(op_dec==6'b010111)?A:data_out;
always@(posedge clk)
begin
	if(reset==1'b0)
	begin
		data_out<=0;
		ans_ex<=0;
		DM_data<=0;
		flag_prv<=0;
	end	 
	else
	begin
		data_out<=data_out_buff;
		ans_ex<=ans_tmp;
		flag_prv<=flag_ex;
		DM_data<=B;
	end	
end						
endmodule

==> results_dict.tcl <==
# yosys + openroad results
set metrics [dict create \
    status "completed" \
    ys_warn_count 1 \
    setup_viol 0 \
    hold_violations 0 \
    period_used_share 0.985 \
    slowest_delay_ps 490 \
    grt_max_degree 54 \
    slew_headroom 0.377 \
    clkTransAtPathRegs_ps 80 \
    synth.largest_area_cell "dfxtp_1" \
    max_freq_mhz 141 \
    stdcell_count 2011 \
    hpwl_mm 46.1 \
    synthFlopType "dfxtp_1" \
    tightestPinTransition_ps 933 \
    fillCellCount 3198 \
    tool_warnings 45 \
    power_density_mw_per_mm2 110 \
    placement.io_buffers 105 \
    cts_hold_buf 0 \
    crit_slowest_cell "buf_4" \
    yosys-stat-cells 1363 \
    netlist_instances 1363 \
    syn2layout_area_growth_pct 37.2 \
    syn_avg_cell_area_sq_um 6.97 \
    io_pins 106 \
    chipWidth_um 180 \
    topCellsByArea "dfxtp_1, ha_1, a21oi_1" \
    p_leak_nw 5.20 \
    met2_wirelength_mm 24.5 \
    power_frac_comb 0.583 \
    grt_usage 0.374 \
    p_switching_mw 0.641 \
    final_antenna_net_count 0 \
    place_area_sq_mm 0.0127 \
    antenna_found_initial 1 \
    p_seq_frac 0.212 \
    ys_area_sq_mm 0.00950 \
    worstPathArrival_ps 5650 \
    routed-wl-met3_mm 7.06 \
    ys_types 97 \
    max-clock-path-buffers 2 \
    grt_pass1_wl_mm 86.7 \
    drt-total-wl_mm 60.5 \
    cts.sinks 50 \
    ir_drop_uv 94.7 \
    topRoutingLayerUsed "met4" \
    async_reset_ff_frac 0 \
    rows 64 \
    grt_pass1_vias 12100 \
    dr_total_vias 12900 \
    gr-total-overflow 0 \
    clockPowerShare 0.205 \
    hp-class "register to register" \
    path_cells "buf_2 > buf_4 > buf_4 > buf_4 > mux4_2 > a22oi_1 > nor3_1 > a2111oi_2 > o2111ai_1 > a211oi_1 > nor3b_2 > or3b_1 > o21ai_1 > buf_4 > clkdlybuf4s50_1" \
    first_iter_violations 1820 \
    die_y_um 180 \
    ys_seq_share 0.105 \
    maxCapViolations 0 \
    drc 0 \
    chipArea_sq_mm 0.0324 \
    vias_per_cell 6.44 \
    skew_ps 3.99 \
    startpoint_type "input pin" \
    swShare 0.445 \
    place.gp.congestion 1.09 \
    crit_type "input pin to output port" \
    cts_max_level 2 \
    core_area_sq_mm 0.0309 \
    ctsRootBufferMaster "clkbuf_16" \
    fin_area_sq_mm 0.0130 \
    ys.flops 50 \
    synth-edff-count 0 \
    cts_buffers 5 \
    cts_tree "done" \
    cp-end-kind "output port" \
    met1_length_mm 25.3 \
    top_area_frac 0.105 \
    wire_per_inst_um 30.1 \
    dp.cells 1995 \
    min_period_ps 7090 \
    drive_gt1_frac 0.248 \
    crit_required_ps 5760 \
    whs_ps 457 \
    fp_util 0.307 \
    internal_power_mw 0.800 \
    clkLatencyLatePin_ps 330 \
    drv_slew 0 \
    setup_tns_ps 0 \
    first_pass_iters 27 \
    cp_max_fo 38 \
    crit_top_cell "buf_4" \
    syn_area_sq_mm 0.00950 \
]
sequential cells by signal (all words and copies together), names as in the netlist:
name      flops
data_out     16
DM_data      16
ans_ex       16
flag_prv      2
logic make-up (layout without fill, tap and decap cells):
group,Yosys count,count (layout),share of synthesized area
adders and majority gates,53,53,0.0714
muxes,62,62,0.0897
and+or+nand+nor,485,485,0.262
DFF,50,50,0.105
buffers and inverters,194,445,0.0868
other,0,1,0
AOI/OAI and AO/OA,494,494,0.362
xor gates and xnor gates,25,25,0.0230
layout by cell type (no fill, tap or decap), types with 8 or more instances in the layout:
master           instances
nor2b_1                 34
buf_12                  16
o22ai_1                 14
or2_2                   10
and2_1                  14
mux2_2                  15
clkdlybuf4s50_1         93
a221o_1                 10
ha_1                    49
a32oi_1                  8
a31oi_1                 18
a22oi_1                 15
nor4_1                   8
a21o_1                  13
o211ai_1                15
nand2b_1                21
o2111ai_1               11
o31ai_1                 15
a211oi_1                23
nand3_1                 30
a2111oi_0                8
o221ai_1                16
a221oi_1                24
mux2i_1                 30
nand2_1                145
a21oi_1                113
or3_1                    8
inv_1                   43
o21ai_0                 82
nand4_1                 15
nor3b_1                 13
nor3_1                  31
mux4_2                  17
dfxtp_1                 50
buf_4                  265
xnor2_1                 20
nor2_1                  98
nand3b_1                11
cell type report:
cell class,instances,area [sq um],area share
tap,396,495,0.0380
multi-input combinational,1119,7850,0.602
clock inverter,1,8.76,0.000672
timing repair buffer,388,3340,0.256
inverter,49,184,0.0141
clock buffer,7,153,0.0117
sequential,50,1000,0.0768
antenna,1,2.50,0.000192
power by group through the flow:
stage	sequential [mW]	clock [mW]	combinational [mW]
finish	0.305	0.295	0.840
CTS	0.304	0.297	0.803
global route	0.305	0.304	0.883
synth_stat cells (11+ instances only):
library cell  instances
nor2b_1              34
o22ai_1              14
nor3_1               34
nand4_1              15
nand2b_1             21
ha_1                 51
nand3_1              33
a22oi_1              16
a21oi_1             119
nand2_1             146
mux2_2               15
dfxtp_1              50
o21ai_0              87
o31ai_1              17
a221oi_1             26
a31oi_1              18
o211ai_1             15
mux4_2               17
buf_2                53
inv_1                45
xnor2_1              20
o221ai_1             17
a211oi_1             26
nor3b_1              14
clkbuf_1             76
nor2_1              100
mux2i_1              30
o2111ai_1            11
and2_1               14
a21o_1               13
nand3b_1             11
worst paths after layout:
check,cells past startpoint,slack [ps],startpoint,end
max reg2reg,10,4490,ans_ex[13],flag_prv[1]
min,2,460,data_out[4],data_out[4]
max,15,110,B[2],flag_ex[1]
min reg2reg,2,460,data_out[4],data_out[4]
timing repair:
item,CTS,global route
gates cloned,0,0
setup endpoints to repair,1,1
resized,17,34
pin swaps,13,23
buffers inserted,4,4
routing by layer:
layer | global-route usage | vias to the layer above
li1 | - | 5677
met1 | 0.525 | 6188
met2 | 0.526 | 906
met3 | 0.106 | 172
met4 | 0.185 | 0
met5 | 0 | -
critical path: cells and delay by family:
| family | cells | cell delay (ps) |
|---|---|---|
| buffers and inverters | 6 | 1670 |
| AND-OR/OR-AND | 5 | 1330 |
| AND/OR/NAND/NOR | 3 | 790 |
| multiplexers | 1 | 410 |
through the flow:
step,setup slack (ps),utilization,power [mW]
after CTS,9.49,0.418,1.40
after global placement,-273,0.410,1.11
final,110,0.422,1.44
after detailed placement,-266,0.410,1.10
after global routing,-4.50,0.422,1.49
after floorplan,13.5,-,0.707
Power figures rest on the tool's default switching activity, not on a simulated workload.
